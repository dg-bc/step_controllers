`design/flow/run.sh`:
```
#!/bin/bash
# OpenROAD 26Q1-2900-gdf79404cd8, Yosys 0.63+post, stock flow scripts
make -C /OpenROAD-flow-scripts/flow DESIGN_CONFIG=/design/flow/config.mk WORK_HOME=/design/flow/orfs finish
```
`design/flow/config.mk`:
```
export PLATFORM = sky130hd
export DESIGN_NAME = step_controller
export DESIGN_NICKNAME = step_controller
export VERILOG_FILES = /design/flow/design.v
export SDC_FILE = /design/flow/constraint.sdc
export NUM_CORES = 4
export LEC_CHECK = 1
export CORE_UTILIZATION = 30
```
`design/flow/constraint.sdc`:
```
current_design step_controller

set clk_period 3.6
set clk_io_pct 0.2

create_clock -name clk0 -period $clk_period [get_ports {clk}]

set non_clock_inputs [all_inputs -no_clocks]
set_input_delay [expr $clk_period * $clk_io_pct] -clock clk0 $non_clock_inputs
set_output_delay [expr $clk_period * $clk_io_pct] -clock clk0 [all_outputs]
```
`design/flow/design.v`:
```
module add_step(
    input clk,
    input start,
    input [7:0] in_data,
    output reg [7:0] out_data,
    output reg done
);
    always @(posedge clk) begin
        if (start) begin
            out_data <= in_data + 8'd5;
            done <= 1'b1;
        end else begin
            done <= 1'b0;
        end
    end
endmodule
module mult_step(
    input clk,
    input start,
    input [7:0] in_data,
    output reg [7:0] out_data,
    output reg done
);
    always @(posedge clk) begin
        if (start) begin
            out_data <= in_data * 8'd2;
            done <= 1'b1;
        end else begin
            done <= 1'b0;
        end
    end
endmodule
module special_step(
    input clk,
    input start,
    input [7:0] in_data,
    output reg [7:0] out_data,
    output reg done
);
    always @(posedge clk) begin
        if (start) begin
            out_data <= in_data + 8'd3;
            done <= 1'b1;
        end else begin
            done <= 1'b0;
        end
    end
endmodule
module step_controller(
    input        clk,
    input        rst_n,
    input  [7:0] data_in,
    input        start,
    output [7:0] data_out,
    output       done
);
localparam IDLE       = 3'd0;
localparam STEP1      = 3'd1;
localparam STEP2_FIR  = 3'd2;  
localparam STEP2_SEC  = 3'd3;  
localparam STEP3      = 3'd4;
reg [2:0] state, next_state;    
reg [7:0] input_reg;          
reg [7:0] intermediate_reg;    
reg [7:0] data_out_reg;       
reg done_reg;                 
wire step1_start, step2_start, step3_start;
wire [7:0] step1_out, step2_out, step3_out;
wire step1_done, step2_done, step3_done;
wire [7:0] step1_data_in, step2_data_in, step3_data_in;
add_step step1_inst(
    .clk(clk),
    .start(step1_start),
    .in_data(step1_data_in),
    .out_data(step1_out),
    .done(step1_done)
);
mult_step step2_inst(
    .clk(clk),
    .start(step2_start),
    .in_data(step2_data_in),
    .out_data(step2_out),
    .done(step2_done)
);
special_step step3_inst(
    .clk(clk),
    .start(step3_start),
    .in_data(step3_data_in),
    .out_data(step3_out),
    .done(step3_done)
);
assign step1_data_in = input_reg;              
assign step2_data_in = intermediate_reg;       
assign step3_data_in = intermediate_reg;       
assign step1_start = (state == STEP1) && !done_reg;
assign step2_start = ((state == STEP2_FIR) || (state == STEP2_SEC)) && !done_reg;
assign step3_start = (state == STEP3) && !done_reg;
always @(posedge clk or negedge rst_n) begin
    if (!rst_n) state <= IDLE;
    else state <= next_state;
end
always @(*) begin
    next_state = state;   
    case (state)
        IDLE:      if (start) next_state = STEP1;
        STEP1:     if (step1_done) next_state = STEP2_FIR;
        STEP2_FIR: if (step2_done) next_state = STEP2_SEC;
        STEP2_SEC: if (step2_done) next_state = STEP3;
        STEP3:     if (step3_done) next_state = IDLE;
        default:   next_state = IDLE;  
    endcase
end
always @(posedge clk or negedge rst_n) begin
    if (!rst_n) begin
        input_reg         <= 8'd0;
        intermediate_reg  <= 8'd0;
        data_out_reg      <= 8'd0;
        done_reg          <= 1'b0;
    end else begin
        done_reg <= 1'b0;
        case (state)
            IDLE: begin
                if (start) begin
                    input_reg <= data_in;
                end
            end
            STEP1: begin
                if (step1_done) begin
                    intermediate_reg <= step1_out;
                end
            end
            STEP2_FIR: begin
                if (step2_done) begin
                    intermediate_reg <= step2_out;
                end
            end
            STEP2_SEC: begin
                if (step2_done) begin
                    intermediate_reg <= step2_out;
                end
            end
            STEP3: begin
                if (step3_done) begin
                    data_out_reg <= step3_out;
                    done_reg <= 1'b1;
                end
            end
            default: ;  
        endcase
    end
end
assign data_out = data_out_reg;
assign done     = done_reg;
endmodule
```
==> Slide: Implementation Results <==
Synthesis and Place & Route Summary

Run status
  • Status: complete, no violations

Logic synthesis
  • #FFs+latches synth: 56
  • YS chip area: 2180 um2
  • Leading area contributor after synthesis: dfrtp_1
  • Synth async-reset ratio: 0.536
  • Basic Gates by Area: 0.0500
  • Yosys cell count: 152
  • Synth top area cells: dfrtp_1 (33%), edfxtp_1 (32%), mux2_2 (8.8%)
  • Post-synth EDFFs: 23
  • Adder-Cell Fraction of Synth Area: 0.0115
  • AND-OR/OR-AND Cells, Area Fraction: 0.0828
  • Synthesized area: 2180 um2
  • Max-area cell share: 0.334
  • Distinct lib cells: 25
  • XOR/XNOR Area Share: 0.0483
  • Register area share after synthesis: 0.691
  • Avg Cell Area, Syn: 14.3 um2
  • Ys Warns: 4
  • Multiplexer share: 0.0880
  • Most common flop cell mapped by yosys: dfrtp_1
  • Synth top cells by count: dfrtp_1 (29), edfxtp_1 (23), mux2_2 (17), inv_1 (14)
  • Synthesized instance count: 152
  • Count leader, synth: dfrtp_1
  • Synth logic family: multiplexers

GRT
  • Vias in the first global route: 1180
  • Global-route wire length before repair: 5.43 mm
  • GRT overflow: 0
  • Initial antenna violation count: 0
  • Largest net degree at the start of global routing: 31
  • Total GRT Usage: 0.0937

Clock network
  • Reg clk slew, reported paths: 0.10 ns
  • Post-CTS Setup Inserts: 0
  • Clock root buffer: clkbuf_8
  • CTS buffer count: 5
  • Worst-skew pair later-pin latency: 0.30 ns
  • Clk sink count: 56
  • CTS tree: yes
  • Post-CTS resize count: 0
  • Longest Clk Path Bufs: 2
  • CTS H-Tree Depth: 2
  • Hold Buf Count CTS: 0

Route
  • # diodes: 0
  • TritonRoute pass-1 iters: 4
  • Overall routed net length: 3.11 mm
  • Post-DR vias/cell: 4.36
  • Via count: 1194
  • DRT iter0 DRCs: 30
  • DR WL/cell: 11.3 um
  • DRC violations left: 0
  • Antenna-violating nets left: 0

Pwr
  • Sw frac: 0.277
  • PwrDens: 755 nW/um2
  • Seq pwr share: 0.560
  • Sw Pwr: 540 uW
  • Maximum vdd drop: 0.193 mV
  • Clock network power share: 0.180
  • P_leak: 1.00 nW
  • Internal: 1.41 mW
  • Logic pwr share: 0.259

Job
  • Max Cap Viol: 0
  • OpenROAD warning count: 25

Placement
  • DP Area: 2480 um2
  • Final RePlAce weighted congestion: 0.784
  • DP Worst Slack: 1.61 ns
  • Port buffer count: 19
  • Final HPWL DP: 2.18 mm

Worst setup path
  • Setup crit start kind: register
  • CP max FO: 4
  • CP bufs+invs: 1
  • Worst Setup End Kind: primary output
  • Setup slack, reg-to-reg: 2.10 ns
  • Largest delay share family, worst path: buffers and inverters
  • Worst Path Required: 2.88 ns
  • CP cell instances: clkdlybuf4s50_1
  • Critical Path Max Stage Delay: 0.49 ns
  • Worst path slowest cell: clkdlybuf4s50_1
  • CP arrival: 1.23 ns
  • Crit path from: done_reg
  • Critical path class: register to primary output

Die
  • Die Height: 87.2 um
  • Core Region: 6910 um2
  • Num ports: 20
  • Die area: 7600 um2
  • FP Core Util: 0.315
  • Row count: 30
  • Die width: 87.2 um

Final timing
  • Worst Tran Pin Value: 0.722 ns
  • Fmax: 514 MHz
  • Setup_tns: 0 ns
  • RSZ-0062 raised after global routing: no
  • Hold Vio Cnt, Final: 0
  • Fin Clk Skew: 0.0117 ns
  • Cycle use final: 0.541
  • Minimum clock period: 1.95 ns
  • Worst hold slack: 0.451 ns
  • Slew HR: 0.517
  • Final max-slew violation count: 0
  • Setup WS post-layout: 1.65 ns
  • Setup violations, final: 0

Hold path
  • Hold_sp: step3_inst.done
  • HP Class: register to register

Final layout
  • Layout area overhead: 18.6%
  • Layout cell share with drive strength beyond 1: 0.157
  • Post-route cell area: 2580 um2
==> cells in the final DEF, fill, tap and decap left out <==
cell type,instances
a21oi_1,8
a32o_1,1
buf_4,1
clkbuf_8,6
clkdlybuf4s50_1,19
clkinv_2,1
dfrtp_1,29
dfstp_2,1
dfxtp_1,3
edfxtp_1,23
ha_1,2
inv_1,14
inv_6,1
mux2_2,17
nand2_1,10
nand2b_1,1
nand4bb_1,1
nor2_1,5
nor2b_1,2
nor3_1,2
nor4_1,1
o2111ai_1,2
o211ai_2,1
o21ai_0,5
o21ai_1,1
o32ai_1,8
or3_1,1
xnor2_1,10
xor2_1,2
==> power by group through the flow <==
stage / Clock, mW / Combinational (mW) / Sequential [mW]
after CTS: 0.370 / 0.516 / 1.10
after global routing: 0.394 / 0.580 / 1.12
final: 0.351 / 0.505 / 1.09
==> metrics by stage <==
| stage | power, mW | cells | utilization |
|---|---|---|---|
| 4_1_cts | 1.98 | 274 | 0.374 |
| 5_1_grt | 2.10 | 274 | 0.374 |
| 3_3_place_gp | 1.61 | 266 | 0.360 |
| 6_report | 1.95 | 274 | 0.374 |
| 3_5_place_dp | 1.62 | 266 | 0.360 |
| 2_1_floorplan | 1.43 | 152 | - |
==> per-layer routing <==
metal | global-route usage | share of wire | routed length [um] | vias up
met5 | 0 | 0 | 0 | -
met3 | 0.0327 | 0.060 | 187 | 5
li1 | - | - | - | 595
met2 | 0.150 | 0.43 | 1350 | 37
met4 | 0.0119 | 0.013 | 39 | 0
met1 | 0.133 | 0.49 | 1530 | 557
==> layout make-up <==
class,instances,area (um2)
timing repair buffer,20,198
tap,96,120
clock buffer,6,82.6
sequential,56,1500
multi-input combinational,80,611
fill,668,4330
inverter,14,52.6
clock inverter,2,13.8
==> logic make-up after synthesis <==
kind of cell,count (synthesis)
buf+inv,16
compound gates,26
simple gates,23
flops,56
mux,17
fa+ha+maj,2
xor+xnor,12
==> final timing paths <==
path | endpoint | depth (start not counted)
setup / recovery | done | 1
hold / removal | state[1] | 1
setup reg to reg | step2_inst.out_data[1] | 2
hold reg to reg | state[1] | 1
max in group asynchronous | state[0] | 2
min in group asynchronous | data_out_reg[0] | 2
Power is estimated from default activity; no workload was simulated.
