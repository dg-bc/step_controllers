<file path="constraint.sdc">
current_design step_controller_multi

set clk_period 1.9
set clk_io_pct 0.2

create_clock -name clk0 -period $clk_period [get_ports {clk}]

set non_clock_inputs [all_inputs -no_clocks]
set_input_delay [expr $clk_period * $clk_io_pct] -clock clk0 $non_clock_inputs
set_output_delay [expr $clk_period * $clk_io_pct] -clock clk0 [all_outputs]
</file>
<file path="run.sh">
#!/bin/bash
# OpenROAD 26Q1-2900-gdf79404cd8, Yosys 0.63+post, stock flow scripts
make -C /OpenROAD-flow-scripts/flow DESIGN_CONFIG=/design/flow/config.mk WORK_HOME=/design/flow/orfs finish
</file>
<file path="design.v">
module add_step(
    input clk,
    input start,
    input [7:0] in_data,
    output reg [7:0] out_data,
    output reg done
);
    always @(posedge clk) begin
        if (start) begin
            out_data <= in_data + 8'd5;
            done <= 1'b1;
        end else begin
            done <= 1'b0;
        end
    end
endmodule
module end_step(
    input clk,
    input start,
    input [7:0] in_data,
    output reg [7:0] out_data,
    output reg done
);
    always @(posedge clk) begin
        if (start) begin
            out_data <= in_data + 8'd10;
            done <= 1'b1;
        end else begin
            done <= 1'b0;
        end
    end
endmodule
module mult_step(
    input clk,
    input start,
    input [7:0] in_data,
    output reg [7:0] out_data,
    output reg done
);
    always @(posedge clk) begin
        if (start) begin
            out_data <= in_data * 8'd2;
            done <= 1'b1;
        end else begin
            done <= 1'b0;
        end
    end
endmodule
module special_step(
    input clk,
    input start,
    input [7:0] in_data,
    output reg [7:0] out_data,
    output reg done
);
    always @(posedge clk) begin
        if (start) begin
            out_data <= in_data + 8'd3;
            done <= 1'b1;
        end else begin
            done <= 1'b0;
        end
    end
endmodule
module step_controller_multi(
    input        clk,
    input        rst_n,
    input  [7:0] data_in,
    input        start,
    output [7:0] data_out,
    output       done
);
localparam IDLE  = 3'd0;
localparam STEP1 = 3'd1;
localparam STEP2 = 3'd2;
localparam STEP3 = 3'd3;
localparam STEP4 = 3'd4;
localparam W_STP = 3'd7;     
localparam STEP5 = 3'd5;
reg [2:0] state, next_state;
reg [7:0] input_reg;            
reg [7:0] intermediate_reg;     
reg [7:0] data_out_reg;         
reg done_reg;                   
wire step1_start, step2_start, special_step_start, step5_start;
wire [7:0] step1_out, step2_out, special_step_out, step5_out;
wire step1_done, step2_done, special_step_done, step5_done;
wire [7:0] step1_data_in, step2_data_in, special_step_data_in, step5_data_in;
add_step step1_inst(
    .clk(clk),
    .start(step1_start),
    .in_data(step1_data_in),
    .out_data(step1_out),
    .done(step1_done)
);
mult_step step2_inst(
    .clk(clk),
    .start(step2_start),
    .in_data(step2_data_in),
    .out_data(step2_out),
    .done(step2_done)
);
special_step step3_inst(
    .clk(clk),
    .start(special_step_start),
    .in_data(special_step_data_in),
    .out_data(special_step_out),
    .done(special_step_done)
);
end_step step4_inst(
    .clk(clk),
    .start(step5_start),
    .in_data(step5_data_in),
    .out_data(step5_out),
    .done(step5_done)
);
assign step1_data_in        = input_reg;
assign step2_data_in        = intermediate_reg;
assign special_step_data_in = intermediate_reg;
assign step5_data_in        = intermediate_reg;
assign step1_start          = (state == STEP1) && !done_reg;
assign step2_start          = (state == STEP2) && !done_reg;
assign special_step_start   = ((state == STEP3)||(state == STEP4)) && !done_reg;
assign step5_start          = (state == STEP5) && !done_reg;
always @(posedge clk or negedge rst_n) begin
    if (!rst_n) state <= IDLE;
    else state <= next_state;
end
always @(*) begin
    next_state = state;   
    case (state)
        IDLE: if (start) next_state = STEP1;
        STEP1: if (step1_done) next_state = STEP2;
        STEP2: if (step2_done) next_state = STEP3;
        STEP3: if (special_step_done) next_state = W_STP;
        W_STP: next_state = STEP4;               
        STEP4: if (special_step_done) next_state = STEP5;
        STEP5: if (step5_done) next_state = IDLE;
    endcase
end
always @(posedge clk or negedge rst_n) begin
    if (!rst_n) begin
        input_reg <= 8'd0;
        intermediate_reg <= 8'd0;
        data_out_reg <= 8'd0;
        done_reg <= 1'b0;
    end else begin
        done_reg <= 1'b0;
        case (state)
            IDLE: begin
                if (start) begin
                    input_reg <= data_in;   
                end
            end
            STEP1: begin
                if (step1_done) begin
                    intermediate_reg <= step1_out;
                end
            end
            STEP2: begin
                if (step2_done) begin
                    intermediate_reg <= step2_out;
                end
            end
            STEP3: begin
                if (special_step_done) begin
                    intermediate_reg <= special_step_out;  
                end
            end
            W_STP: begin
            end
            STEP4: begin
                if (special_step_done) begin
                    intermediate_reg <= special_step_out;  
                end
            end
            STEP5: begin
                if (step5_done) begin
                    data_out_reg <= step5_out;   
                    done_reg <= 1'b1;
                end
            end
            default: ;  
        endcase
    end
end
assign data_out = data_out_reg;
assign done = done_reg;
endmodule
</file>
<file path="config.mk">
export PLATFORM = sky130hd
export DESIGN_NAME = step_controller_multi
export DESIGN_NICKNAME = step_controller_multi
export VERILOG_FILES = /design/flow/design.v
export SDC_FILE = /design/flow/constraint.sdc
export NUM_CORES = 4
export LEC_CHECK = 1
export CORE_UTILIZATION = 50
</file>
==> results.ini <==
[status]
status = complete, no violations

[detailed_routing]
dr_total_vias = 1470
drt-total-wl_microns = 4420
met1_length_microns = 2120
wl_per_cell_microns = 15.3
viasPerCell = 5.09
met3WireLength_microns = 312
drt_iter0_markers = 28
first_pass_iters = 4
highest_layer = met4
wl_met2_microns = 1950
ant_nets = 0
drcViolationCount = 0
antenna-diode-count = 0

[sta]
setup-violations-final = 0
slew_headroom = 0.472
worst_pin_slew_ns = 0.789
setup_tns_ns = 0
drv_slew = 0
hold_ws_ns = 0.441
timing.fmax_ghz = 0.601
rsz0062_at_grt = false
fin_crit_sh = 0.876
finalHoldViolCount = 0
period_needed_ns = 1.66
fin_skew_ns = 0.00770

[grt]
grt_first_pass_wirelength_microns = 7240
antenna_found_initial = 0
grt_pass1_vias = 1446
grt-ovfl-total = 0
grt_max_degree = 33
track_usage = 0.189

[yosys]
ys_top_cells_by_count = dfrtp_1, edfxtp_1, mux2_2
numSynthFlops = 67
ff_type = edfxtp_1
synth_chip_area_sq_um = 2720
topCellsByArea = edfxtp_1, dfrtp_1, mux2_2
syn_inst = 184
synth.avg_cell_area_sq_um = 14.8
yosys_cells = 184
synth_async_sr_flop_share = 0.478
postSynthSeqShare = 0.667
synthesis.area_sq_um = 2720
yosysWarnings = 5
synth-edff-count = 31
yosysTopAreaCell = edfxtp_1
synthDominantCellAreaShare = 0.342
yosysUniqueCellTypes = 30

[clock_network]
clock_path_buffers = 2
numCtsBuffers = 9
cts_tree = done
clk_latency_ns = 0.33
post_cts_resized = 0
ctsHoldBuffers = 0
postCtsSetupBuffers = 0
cts.sinks = 67
cts_root_buf = clkbuf_8
path_clk_slew_ns = 0.06
h-tree-depth = 3

[min_path]
hold_class = reg2reg

[power_and_ir_drop]
seqPwrFrac = 0.471
switching_share = 0.314
p_switching_mw = 1.84
p_per_area_nw_per_um2 = 1840
combPwrFrac = 0.357
p_leak_nw = 1.28
p_int_mw = 4.03
clock_power_share = 0.171
vdd_drop_max_mv = 0.715

[flow_run]
warnings = 26
max_cap_viol_count = 0

[critical_path]
cp-start-kind = flip-flop
worstPathMaxFanout = 10
cp.required_ns = 2.11
criticalPathCategory = reg2reg
arrival_ns = 1.88
end_kind = flip-flop

[place]
io_buffers = 19
dp_hpwl_microns = 3080
place_congestion = 0.797
dpl-instance-area_sq_um = 3020

[die]
die-area_sq_um = 5740
rows = 26
die_width_microns = 75.8
die_h_microns = 75.8
io_pins = 20
initial_utilization = 0.526
core_sq_um = 5170

[layout]
drive_gt1_frac = 0.210
final_cell_area_sq_um = 3190
syn_to_final_growth_pct = 17.2

-- power by group through the flow --
| stage | combinational (mW) | sequential [mW] | clock [mW] |
|---|---|---|---|
| global route | 2.34 | 2.85 | 1.12 |
| finish | 2.10 | 2.77 | 1.01 |
| CTS | 2.13 | 2.77 | 1.04 |
-- area by class of cell --
| type | instances | area, sq um |
|---|---|---|
| Fill cell | 400 | 1980 |
| Tap cell | 70 | 87.6 |
| Sequential cell | 67 | 1810 |
| Clock buffer | 14 | 163 |
| Timing Repair Buffer | 26 | 243 |
| Inverter | 9 | 33.8 |
| Multi-Input combinational cell | 101 | 840 |
| Clock inverter | 2 | 10.0 |
-- stage by stage --
stage	std cells	total power [mW]	setup slack [ns]	util
floorplan	184	4.22	0.274	-
global placement	273	4.83	0.265	0.583
detailed placement	273	4.90	0.255	0.583
CTS	289	5.94	0.240	0.617
global route	289	6.31	0.185	0.617
finish	289	5.87	0.236	0.617
-- routing by layer --
layer / up-vias / global-route usage
met4: 0 / 0.0206
li1: 726 / -
met2: 41 / 0.254
met5: - / 0
met3: 2 / 0.0885
met1: 701 / 0.318
-- worst paths after layout --
kind,startpoint,to,slack (ns),cells past startpoint
min reg2reg,step4_inst.done,state[4],0.44,1
max,state[5],intermediate_reg[7],0.24,4
max in group asynchronous,rst_n,state[0],1.11,2
min in group asynchronous,rst_n,input_reg[2],0.46,2
min,step4_inst.done,state[4],0.44,1
max reg2reg,state[5],intermediate_reg[7],0.24,4
-- logic make-up (layout without fill, tap and decap cells) --
| group | after synthesis | in the layout | synth area share |
|---|---|---|---|
| buf+inv | 16 | 51 | 0.0248 |
| xor+xnor | 17 | 17 | 0.0547 |
| fa+ha+maj | 4 | 4 | 0.0184 |
| simple gates | 36 | 36 | 0.0750 |
| mux | 24 | 24 | 0.0984 |
| flops | 67 | 67 | 0.667 |
| compound gates | 20 | 20 | 0.0621 |
-- cells in the final DEF, fill, tap and decap left out, types with 6 or more instances in the layout --
master and n:
mux2_2 22, clkdlybuf4s50_1 19, xor2_1 6, nor2_1 7
inv_1 9, buf_4 7, a221o_1 6, nand2_1 11
clkbuf_8 11, xnor2_1 11, dfrtp_1 31, edfxtp_1 31
nor4b_1 8
-- critical path: stages, from the launching register on --
cell     delay [ns]
dfrtp_1        0.41
buf_4          0.18
or2_2          0.38
a221o_1        0.32
mux2_2         0.26
Power figures rest on the tool's default switching activity, not on a simulated workload.
